==> flow/run.sh <==
#!/bin/bash
# OpenROAD 26Q1-2900-gdf79404cd8, Yosys 0.63+post, stock flow scripts
make -C /OpenROAD-flow-scripts/flow DESIGN_CONFIG=/design/flow/config.mk WORK_HOME=/design/flow/orfs finish
==> flow/design.v <==
module immediate_gen(
  input [31:0] instruction,
  output reg [31:0] immediate
);
wire [6:0] opcode;
wire [2:0] func3;
assign opcode = {instruction[6:0]};
assign func3 = {instruction[14:12]};
localparam JAL      = 7'b1101111;
localparam LUI      = 7'b0110111;
localparam AUIPC    = 7'b0010111;
localparam LOAD     = 7'b0000011;
localparam IMMEDIATE      = 7'b0010011;
localparam JALR     = 7'b1100111;
localparam SYSCALL   = 7'b1110011;
localparam BRANCH   = 7'b1100011;
localparam STORE    = 7'b0100011;
always @(instruction) begin
  case(opcode)
    JAL: begin
      immediate <= {{12{instruction[31]}},
                    instruction[19:12], instruction[20], instruction[30:21], 1'b0};
    end
    LUI, AUIPC: begin
      immediate <= {instruction[31:12], 12'h000};
    end
    IMMEDIATE: begin  
        case (func3)
            3'b001:
              immediate <= {{27{instruction[24]}}, instruction[24:20]};
            3'b011:
              immediate <= {20'h00000, instruction[31:20]};
            3'b101:
              immediate <= {{27'h0000000}, instruction[24:20]};
            default:
              immediate <= {{20{instruction[31]}}, instruction[31:20]};
        endcase
    end
    SYSCALL:  
        immediate <= {20'h00000, instruction[31:20]};
    LOAD, JALR: begin
      immediate <= {{20{instruction[31]}}, instruction[31:20]};
    end
    BRANCH: begin
      immediate <= {{20{instruction[31]}},
                    instruction[7], instruction[30:25], instruction[11:8], 1'b0};
    end
    STORE: begin
      immediate <= {{20{instruction[31]}},
                    instruction[31:25], instruction[11:7]};
    end
    default: begin
      immediate <= 32'h00000000;
    end
  endcase
end
endmodule
==> flow/config.mk <==
export PLATFORM = sky130hd
export DESIGN_NAME = immediate_gen
export DESIGN_NICKNAME = immediate_gen
export VERILOG_FILES = /design/flow/design.v
export SDC_FILE = /design/flow/constraint.sdc
export NUM_CORES = 4
export LEC_CHECK = 1
export CORE_AREA = 10 10 70 70
export DIE_AREA = 0 0 80 80
==> flow/constraint.sdc <==
current_design immediate_gen

set clk_period 2.8
set clk_io_pct 0.2

create_clock -name clk0 -period $clk_period

set non_clock_inputs [all_inputs -no_clocks]
set_input_delay [expr $clk_period * $clk_io_pct] -clock clk0 $non_clock_inputs
set_output_delay [expr $clk_period * $clk_io_pct] -clock clk0 [all_outputs]
==> results.py <==
# Synthesis and PnR figures
metrics = {
    "grt": {
        "grt_pass1_wl_mm": 5.78,
        "grt_use_met2_pct": 19.2,
        "overflow": 0,
        "use_met3_pct": 1.14,
        "grt-busiest-layer": "met2",
        "antenna_found_initial": 0,
        "grtUsageTotal_pct": 10.6,
        "grt_pass1_vias": 1195,
        "grt_max_degree": 12,
        "use_met1_pct": 14.0,
    },
    "yosys": {
        "syn_avg_cell_area_um2": 6.35,
        "postSynthSeqShare_pct": 0,
        "ys_warn_count": 1,
        "syn_inst": 118,
        "synth_cell_types": 37,
        "ys_cells": 118,
        "synth_area_um2": 749,
        "yosys_area_um2": 749,
    },
    "sta": {
        "setup_viol": 0,
        "whs_ns": 1.52,
        "post-route-period-util_pct": 97.9,
        "fmax_mhz": 365,
        "slew_violations": 0,
        "relSlewSlack_pct": 64.2,
        "fin_crit_ns": 2.74,
        "rsz0062_at_grt": "false",
        "fin_tns_setup_ns": 0,
        "tightest_slew_ns": 0.535,
        "hold_viol": 0,
    },
    "worst_setup_path": {
        "cp-end-kind": "output port",
        "required_ns": 2.24,
        "worstSetupPathType": "input pin to output port",
        "worstPathMaxFanout": 4,
        "worst_ep_arrival_time_ns": 2.18,
        "cp-start-kind": "input pin",
    },
    "floorplanning": {
        "die_width_um": 80,
        "rows": 21,
        "die-area_um2": 6400,
        "die_y_um": 80,
        "core-area_um2": 3420,
        "initCoreUtil_pct": 21.9,
        "io_pins": 64,
    },
    "pwr": {
        "power.leakage_nw": 0.874,
        "p_total_uw": 153,
        "power_density_nw_per_um2": 85.6,
        "max-vdd-ir-drop_mv": 0.0477,
    },
    "final_layout": {
        "synthToLayoutAreaGrowth_pct": 138,
        "seq_area_um2": 0,
        "clkbuf_count": 0,
        "flops": 0,
        "drive_above_1_share_pct": 41.9,
        "design_area_um2": 1790,
    },
    "drt": {
        "drc": 0,
        "drt_first_pass_iters": 4,
        "postRouteAntennaNets": 0,
        "wl_per_cell_um": 14.3,
        "antennaDiodeCount": 0,
        "vias_per_cell": 4.84,
        "num_vias": 1262,
        "wl_mm": 3.74,
        "drtIter0Drc": 54,
    },
    "run": {
        "maxCapViolCount": 0,
        "tool_warnings": 33,
    },
    "run_status": {
        "status": "completed",
    },
    "placed_design": {
        "dpl.hpwl_mm": 2.94,
        "placed_area_um2": 1590,
        "place_congestion": 0.964,
        "io_buffers": 64,
    },
    "min_path": {
        "hold_path_class": "input pin to output port",
    },
    "cts": {
        "postCtsHoldBufs": 0,
    },
}
[critical path, stage by stage]
cell             delay [ns]
clkbuf_2               0.09
or4b_4                 0.59
buf_6                  0.15
nor2_4                 0.11
o31ai_4                0.08
buf_12                 0.15
buf_8                  0.11
buf_4                  0.13
nand2_2                0.04
clkdlybuf4s15_1        0.17
[kinds of logic after synthesis]
logic type | after synthesis | synth area share (%)
multiplexers | 1 | 1.34
AND/OR/NAND/NOR | 67 | 54.9
XOR/XNOR | 1 | 1.17
buffers and inverters | 10 | 8.51
AND-OR/OR-AND | 39 | 34.1
[cell usage after synthesis (2+ instances only)]
| library cell | count | area share (%) |
|---|---|---|
| nand4b_1 | 2 | 2.3 |
| clkbuf_1 | 3 | 1.5 |
| a21oi_1 | 13 | 8.7 |
| nand3b_1 | 2 | 2.0 |
| a31oi_1 | 8 | 6.7 |
| nand2_2 | 20 | 17 |
| buf_2 | 3 | 2.0 |
| o21ai_1 | 6 | 4.0 |
| or3_1 | 2 | 1.7 |
| nand2_1 | 20 | 10 |
| nand3_1 | 4 | 2.7 |
| buf_6 | 3 | 4.5 |
| nor2_1 | 4 | 2.0 |
| a32o_1 | 5 | 6.7 |
[timing repair]
action / CTS / global route
endpoints found under the setup margin: 32 / 27
pin swaps: 12 / 6
hold endpoints to repair: 0 / 0
setup buffers: 17 / 0
resized: 74 / 24
cloned: 1 / 0
[area by class of cell]
cell class                      instances  area, µm²
Inverter                                1       3.75
Timing Repair Buffer                  106        976
Multi-Input combinational cell        108        749
Tap cell                               46       57.6
Fill cell                             319       1630
[path summary, 6_finish.rpt]
path | cells after the start | startpoint | slack (ns) | endpoint
max | 10 | instruction[6] | 0.06 | immediate[13]
min | 4 | instruction[14] | 1.52 | immediate[14]
[where the power goes]
| group | internal, mW | total (mW) | switching (mW) |
|---|---|---|---|
| combinational | 0.0903 | 0.153 | 0.0627 |
| sequential | 0 | 0 | 0 |
| clock | 0 | 0 | 0 |
| total | 0.0903 | 0.153 | 0.0627 |
[through the flow]
step / instances / worst slack (ns) / util (%)
after floorplan: 118 / 0.586 / -
after global placement: 243 / -0.451 / 46.5
after detailed placement: 243 / -0.444 / 46.5
after CTS: 261 / -0.0682 / 52.4
after global routing: 261 / 0.00923 / 52.3
final: 261 / 0.0577 / 52.3
[cell usage in the layout (no fill, tap or decap), drive strengths merged, types with 2 or more instances in the layout]
cell type	netlist	routed
buf	6	48
nand2	40	40
clkdlybuf4s50	0	25
dlygate4sd2	0	15
a21oi	14	14
clkdlybuf4s15	0	12
a31oi	8	8
o21ai	7	7
clkbuf	3	6
a32o	5	5
nand3	4	4
nor2	4	4
nand4b	2	2
nand3b	2	2
or3	2	2
nor3	2	2
[layer usage]
layer | part of all wire (%) | up-vias | wire, µm
li1 | - | 635 | -
met1 | 42 | 595 | 1580
met2 | 53 | 32 | 1990
met3 | 4.7 | 0 | 174
met4 | 0 | 0 | 0
met5 | 0 | - | 0
Power is estimated from default activity; no workload was simulated.
