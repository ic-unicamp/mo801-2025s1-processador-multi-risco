===== design.v =====
module registers(
  input clk,
  input write_enable,
  input [4:0] rs2,
  input [4:0] rs1,
  input [4:0] rd,
  input [31:0] data_in,
  output [31:0] registerData1,
  output [31:0] registerData2
);
reg [31:0] registers [31:0];  
initial begin
  registers[0] = 32'b00000000;  
end
assign registerData1 = registers[rs1];
assign registerData2 = registers[rs2];
always @(posedge clk) begin
  if (write_enable && rd != 0) begin
    registers[rd] <= data_in;
  end
end
endmodule

===== run.sh =====
#!/bin/bash
# OpenROAD 26Q1-2900-gdf79404cd8, Yosys 0.63+post, stock flow scripts
make -C /OpenROAD-flow-scripts/flow DESIGN_CONFIG=/design/flow/config.mk WORK_HOME=/design/flow/orfs finish

===== config.mk =====
export PLATFORM = sky130hd
export DESIGN_NAME = registers
export DESIGN_NICKNAME = registers
export VERILOG_FILES = /design/flow/design.v
export SDC_FILE = /design/flow/constraint.sdc
export NUM_CORES = 4
export LEC_CHECK = 1
export CORE_UTILIZATION = 50

===== constraint.sdc =====
current_design registers

set clk_period 6.0
set clk_io_pct 0.2

create_clock -name clk0 -period $clk_period [get_ports {clk}]

set non_clock_inputs [all_inputs -no_clocks]
set_input_delay [expr $clk_period * $clk_io_pct] -clock clk0 $non_clock_inputs
set_output_delay [expr $clk_period * $clk_io_pct] -clock clk0 [all_outputs]

==> results_dict.tcl <==
# flow metrics
set metrics [dict create \
    fillCellCount 7293 \
    syn_inst 3386 \
    cp_data_required_time_ns 4.80 \
    crit_type "input port to output port" \
    power_uw 16000 \
    reg.largest.list "registers (1024)" \
    grt_use_total_pct 34.0 \
    grt_max_degree 80 \
    switching_share_pct 23.2 \
    drtIter0Drc 2269 \
    die_h_um 314 \
    grt_first_pass_wirelength_um 219000 \
    ir_drop_mv 0.253 \
    syn-cell-area_sq_um 48800 \
    clkPwrFrac_pct 40.3 \
    area_delta_synth_final_pct 14.2 \
    seqPwrFrac_pct 50.0 \
    cts.sinks 1024 \
    path_clk_slew_ns 0.06 \
    edf_count 1024 \
    synthArstFlopShare_pct 0 \
    rsz0062_at_grt "false" \
    path_delay_family "buffers and inverters" \
    setup-tns-final_ns 0 \
    ys_ff 1024 \
    powerDensity_nw_per_um2 288 \
    status "finished, final reports clean" \
    drcViolationCount 0 \
    top_register "registers" \
    timing.final.crit_period_ns 5.47 \
    p_int_uw 12300 \
    cts_hold_buf 0 \
    antenna_left 0 \
    comb_power_share_pct 9.7 \
    timing.hold.ws_ns 1.34 \
    setup_viol 0 \
    cp.arrival_ns 4.27 \
    gp_congestion 0.876 \
    synth_seq_share_pct 63.1 \
    drv_slew 0 \
    viasPerCell 6.40 \
    max_slew_margin_pct 33.6 \
    synth-main-ff-cell "edfxtp_1" \
    antenna_found_initial 1 \
    worstPathCellList "clkdlybuf4s50_1 -> and2_4 -> buf_12 -> a22o_1 -> nor3_1 -> a31oi_1 -> nand3_1 -> clkdlybuf4s50_1" \
    post-route-period-util_pct 91.1 \
    largest_register_ffs 1024 \
    ys_warn_count 1 \
    crit_path_frequent_cell "clkdlybuf4s50_1" \
    dp_hpwl_um 87200 \
    cts_inserted_buffers 107 \
    hp-start "data_in[18]" \
    final_util_pct 57.6 \
    firstDrtPassIters 6 \
    via_count 31445 \
    startpoint "rs1[2]" \
    ys_chip_area_sq_um 48800 \
    cts_resized 0 \
    synth_stat.cells 3386 \
    finalWirelength_um 153000 \
    rows 114 \
    clockBufferDepth 3 \
    max_freq_mhz 183 \
    ys_types 24 \
    grt_overflow 0 \
    cp-start-kind "input port" \
    die_x_um 314 \
    chipArea_sq_um 98800 \
    port_buffers 112 \
    fin_ws_ns 0.531 \
    h-tree-depth 3 \
    num_io_pins 113 \
    cts_tree "built" \
    n_antenna_cell 0 \
    hp-class "input port to flop" \
    max_stage_delay_ns 0.66 \
    cp_slowest_cell "clkdlybuf4s50_1" \
    hold_violations 0 \
    worstPathMaxFanout 34 \
    drive_gt1_share_pct 10.3 \
    power_switching_uw 3710 \
    cp-end-kind "output port" \
    avgRoutedWirePerCell_um 31.0 \
    pre_cts_slack_ns 0.639 \
    avgSynthCellArea_sq_um 14.4 \
    stage_log_warnings 26 \
    cts_root_buffer "clkbuf_16" \
    core_area_sq_um 96700 \
    crit_buf_inv 3 \
    floorplan.core_util_pct 50.4 \
    tightest_slew_ns 0.994 \
    grt_pass1_vias 32699 \
    cts_setup_buffers 0 \
    p_leak_uw 0.0206 \
    max_cap_viol_count 0 \
]
## path summary, 6_finish.rpt
check | to | slack [ns] | depth (start not counted)
worst max-delay path | registerData1[11] | 0.53 | 8
worst min-delay path | registers[30][18] | 1.34 | 2
## Yosys cell counts, types with 2 or more instances
library cell	number	area, sq um
clkbuf_1	82	308
a31oi_1	64	400
a22o_1	128	1120
nand3_1	194	971
or2_2	2	12.5
nand2b_1	4	25.0
nor2b_1	4	25.0
clkbuf_4	4	30.0
and2_1	2	12.5
nor3_1	64	320
nand3b_1	5	37.5
buf_6	37	417
a21oi_1	192	961
nand2_1	195	732
edfxtp_1	1024	30700
buf_4	57	428
mux2i_1	1024	10200
buf_1	11	41.3
nor2_1	34	128
a22oi_1	192	1440
or3b_2	3	26.3
buf_2	62	310
## stage by stage
stage,area [sq um],std cells
finish,55700,4915
floorplan,48900,3417
detailed placement,52300,4722
global placement,52300,4722
CTS,55700,4915
global route,55700,4915
## cell type report
cell class              count  area (sq um)  area share, %
multi-input cells        2140         16900           30.3
clock buffers             124          2810           5.04
repair buffers            282          3050           5.47
well taps                1276          1600           2.87
clock inverters            69           587           1.05
flip-flops and latches   1024         30700           55.2
## power by group through the flow
stage | Combinational [uW] | Clock, uW | Sequential, uW
CTS | 1530 | 6550 | 8020
finish | 1550 | 6460 | 8020
global route | 1640 | 6820 | 8030
## cell families (layout without fill, tap and decap cells)
group | after synthesis | after routing | synth area share, %
compound gates | 576 | 576 | 8.05
buf+inv | 253 | 475 | 3.15
flops | 1024 | 1024 | 63.1
mux | 1024 | 1024 | 21.0
other cells | 1 | 32 | 0.00769
simple gates | 508 | 508 | 4.71
## per-layer routing
layer / vias up / track usage (%) / share of wire, %
met5: - / 2.47 / 0.20
met4: 12 / 8.75 / 3.3
met3: 302 / 25.2 / 18
met2: 2132 / 46.7 / 44
met1: 15282 / 45.0 / 35
li1: 13717 / - / -
## placed cells by master (no fill, tap or decap), types with 28 or more instances in the layout
cell / n
a31oi_1: 64
nor2_4: 33
nand3_1: 194
clkbuf_16: 110
a21oi_1: 192
a22oi_1: 192
buf_4: 119
a22o_1: 128
conb_1: 32
edfxtp_1: 1024
mux2i_1: 1024
nor3_1: 64
buf_12: 51
nand2_1: 193
clkinv_1: 28
clkdlybuf4s50_1: 110
Power figures rest on the tool's default switching activity, not on a simulated workload.
